===== flow/design.v =====
module nonsoftmax (
	input clk,
	input rst, 
	output [9:0] prediction,
	input [15:0] fm 
);
reg [9:0] counter ; 
reg [9:0] index ; 
reg [15:0] comp_feedback ;
always @(posedge clk or negedge rst) begin
	if (!rst) begin
		counter <= 10'b0 ; 
		index <= 10'b0 ; 
		comp_feedback <= 16'b0 ; 
	end
	else if (fm > comp_feedback ) begin
		comp_feedback <= fm ;
		index <= counter  ;
		counter <= counter +1 ;
	end
	else
		counter <= counter +1 ;
end
assign prediction  = index ;
endmodule

===== flow/run.sh =====
#!/bin/bash
# OpenROAD 26Q1-2900-gdf79404cd8, Yosys 0.63+post, stock flow scripts
make -C /OpenROAD-flow-scripts/flow DESIGN_CONFIG=/design/flow/config.mk WORK_HOME=/design/flow/orfs finish

===== flow/config.mk =====
export PLATFORM = sky130hd
export DESIGN_NAME = nonsoftmax
export DESIGN_NICKNAME = nonsoftmax
export VERILOG_FILES = /design/flow/design.v
export SDC_FILE = /design/flow/constraint.sdc
export NUM_CORES = 4
export LEC_CHECK = 1
export CORE_UTILIZATION = 30

===== flow/constraint.sdc =====
current_design nonsoftmax

set clk_period 5.0
set clk_io_pct 0.2

create_clock -name clk0 -period $clk_period [get_ports {clk}]

set non_clock_inputs [all_inputs -no_clocks]
set_input_delay [expr $clk_period * $clk_io_pct] -clock clk0 $non_clock_inputs
set_output_delay [expr $clk_period * $clk_io_pct] -clock clk0 [all_outputs]

==> results.py <==
# Physical implementation metrics
metrics = {
    "floorplanning": {
        "floorplan.die.width_um": 91.5,
        "pin_count": 28,
        "die_area_um2": 8370,
        "design.core.area_um2": 7730,
        "die-height_um": 91.5,
        "core_util_floorplan": 0.311,
        "row_count": 32,
    },
    "yosys": {
        "synth-area-yosys_um2": 2400,
        "numSynthFlops": 36,
        "synthesis.area_um2": 2400,
        "synth-warning-count": 1,
        "synth_area_per_cell_um2": 10.5,
        "adder_share": 0.0885,
        "yosysUniqueCellTypes": 34,
        "postSynthCellCount": 229,
        "aoi_share": 0.245,
        "synth.logic.top_family": "AND-OR/OR-AND gates",
        "ys_sh_simple": 0.188,
        "yosys-mux-area-fraction": 0,
        "synthXorXnorAreaFrac": 0.0292,
        "synth-cells-yosys": 229,
        "synth.yosys.seq_area_share": 0.375,
    },
    "pwr": {
        "cell_internal_pwr_uw": 833,
        "maximum_vdd_ir_drop_mv": 0.206,
        "power.share.clock": 0.194,
        "switching_share": 0.372,
        "power.total_mw": 1.33,
        "power_frac_seq": 0.310,
        "power.net_switching_uw": 493,
        "leakage_nw": 1.11,
        "power_density_nw_per_um2": 461,
        "comb_power_share": 0.497,
    },
    "timing": {
        "slew_headroom": 0.477,
        "finalMaxSlewViolations": 0,
        "finClkSkew_ps": 11.5,
        "tightest_slew_ps": 781,
        "max_freq_mhz": 284,
        "setup_total_negative_slack_ps": 0,
        "setup_violations": 0,
        "min_period_ps": 3520,
        "finalHoldViolCount": 0,
        "final_min_period_over_clock_period": 0.703,
        "rsz0062_at_grt": "no",
    },
    "job": {
        "tool_warnings": 25,
        "drv_cap": 0,
    },
    "clock_network": {
        "clock_tree_from_tritoncts": "done",
        "cts_root_buffer": "sky130_fd_sc_hd__clkbuf_8",
        "cts_repair_resize_count": 0,
        "postCtsHoldBufs": 0,
        "cts_num_sinks": 36,
        "cts_htree_levels": 2,
        "cts.path.max_buffers": 2,
        "postCtsSetupRepairBufs": 0,
        "clk_latency_ps": 290,
        "clkTransAtPathRegs_ps": 70,
        "numCtsBuffers": 5,
    },
    "worst_setup_path": {
        "critical_path.max_stage_delay_ps": 450,
        "critical_path_arrival_ps": 3660,
        "dominant_cell_type_by_count_on_the_critical_path": "sky130_fd_sc_hd__buf_4",
        "setup.worst_path.end_class": "register",
        "slowest_stage": "sky130_fd_sc_hd__clkdlybuf4s50_1",
        "worst-r2r-setup-slack_ps": 2280,
        "critPathRequiredTime_ps": 5140,
        "start_kind": "input pin",
        "cp_cell_sequence": "clkdlybuf4s50_1 -> ha_1 -> nand4_4 -> nor4_4 -> buf_4 -> a21boi_4 -> buf_4 -> or2_1 -> buf_4 -> o211ai_1",
        "criticalPathCategory": "input pin to register",
        "crit_path_max_fanout": 27,
    },
    "run_status": {
        "result_of_the_run": "finished, final reports clean",
    },
    "detailed_routing": {
        "drtAntennaViolNets": 0,
        "route.detailed.wl_per_inst_um": 16.5,
        "first_pass_iteration_count_of_the_detailed_router": 4,
        "drt_first_iter_violations": 111,
        "antenna-diode-count": 0,
        "drc": 0,
        "totalWireLength_um": 5840,
        "vias": 1988,
        "vias_per_cell": 5.62,
    },
    "placement": {
        "port-buffer-count": 27,
        "post-dp-hpwl_um": 3690,
        "place.gp.congestion": 0.832,
    },
    "global_route": {
        "total_global_routing_track_utilization": 0.149,
        "first_global_vias": 2017,
        "grt_start_max_net_pins": 37,
        "antenna_found_initial": 0,
        "globalRouteOverflowTotal": 0,
        "grt_first_pass_wirelength_um": 9980,
    },
    "min_path": {
        "worstHoldPathType": "register to register",
    },
    "layout": {
        "final_layout_size_suffix_gt1_frac": 0.183,
        "area_delta_synth_final_pct": 19.7,
    },
}
[flip-flops by register name (all words and copies together) (netlist names)]
register,count
comp_feedback,16
counter,10
index,10
[stage by stage]
step / hold slack [ps] / cell area [µm²] / utilization / setup WS [ps] / std cells
3_3_place_gp: 467 / 2770 / 0.358 / 1240 / 346
3_5_place_dp: 474 / 2770 / 0.358 / 1220 / 346
6_report: 484 / 2880 / 0.372 / 1480 / 354
2_1_floorplan: 445 / 2400 / - / 2190 / 229
5_1_grt: 497 / 2880 / 0.372 / 1320 / 354
4_1_cts: 488 / 2880 / 0.372 / 1510 / 354
[final cells by class]
cell class / instances / area [µm²]
clock buffers: 6 / 72.6
clock inverters: 2 / 35.0
fillers: 761 / 4850
inverters: 17 / 63.8
multi-input cells: 153 / 1320
flip-flops and latches: 36 / 901
well taps: 102 / 128
repair buffers: 38 / 353
[power groups by stage]
stage,logic (mW),clock network (mW),registers (mW)
CTS,0.662,0.266,0.411
global route,0.735,0.274,0.420
finish,0.659,0.257,0.411
[placed cells by master, fill, tap and decap left out, types with 6 or more instances in the layout]
| master | netlist | layout |
|---|---|---|
| sky130_fd_sc_hd__o221ai_2 | 10 | 10 |
| sky130_fd_sc_hd__ha_1 | 17 | 17 |
| sky130_fd_sc_hd__o311ai_1 | 20 | 20 |
| sky130_fd_sc_hd__clkdlybuf4s50_1 | 0 | 27 |
| sky130_fd_sc_hd__or4_1 | 15 | 15 |
| sky130_fd_sc_hd__buf_4 | 2 | 11 |
| sky130_fd_sc_hd__o211ai_1 | 11 | 11 |
| sky130_fd_sc_hd__nand3_1 | 15 | 15 |
| sky130_fd_sc_hd__inv_1 | 17 | 17 |
| sky130_fd_sc_hd__nand2_1 | 10 | 10 |
| sky130_fd_sc_hd__dfrtp_1 | 36 | 36 |
| sky130_fd_sc_hd__o311ai_0 | 6 | 6 |
| sky130_fd_sc_hd__or4b_2 | 11 | 11 |
[synth_stat cells]
| library cell | instances | area share |
|---|---|---|
| sky130_fd_sc_hd__nand4_4 | 1 | 0.0089 |
| sky130_fd_sc_hd__a21boi_4 | 1 | 0.0078 |
| sky130_fd_sc_hd__nor2_1 | 4 | 0.0062 |
| sky130_fd_sc_hd__buf_6 | 2 | 0.0094 |
| sky130_fd_sc_hd__nand4_1 | 2 | 0.0052 |
| sky130_fd_sc_hd__nor3_2 | 1 | 0.0042 |
| sky130_fd_sc_hd__or3_1 | 1 | 0.0026 |
| sky130_fd_sc_hd__nand2_1 | 10 | 0.016 |
| sky130_fd_sc_hd__o21ai_0 | 1 | 0.0021 |
| sky130_fd_sc_hd__inv_1 | 17 | 0.027 |
| sky130_fd_sc_hd__nor4_4 | 1 | 0.0089 |
| sky130_fd_sc_hd__ha_1 | 17 | 0.089 |
| sky130_fd_sc_hd__or4_1 | 15 | 0.047 |
| sky130_fd_sc_hd__nor2b_1 | 1 | 0.0026 |
| sky130_fd_sc_hd__xnor2_1 | 5 | 0.018 |
| sky130_fd_sc_hd__dfrtp_1 | 36 | 0.37 |
| sky130_fd_sc_hd__o211ai_1 | 11 | 0.034 |
| sky130_fd_sc_hd__and4_1 | 2 | 0.0073 |
| sky130_fd_sc_hd__nand3_1 | 15 | 0.031 |
| sky130_fd_sc_hd__buf_4 | 2 | 0.0062 |
| sky130_fd_sc_hd__o311ai_1 | 20 | 0.073 |
| sky130_fd_sc_hd__o221ai_2 | 10 | 0.062 |
| sky130_fd_sc_hd__clkbuf_1 | 15 | 0.023 |
| sky130_fd_sc_hd__o21bai_1 | 1 | 0.0031 |
| sky130_fd_sc_hd__o21bai_2 | 1 | 0.0047 |
| sky130_fd_sc_hd__xor2_1 | 3 | 0.011 |
| sky130_fd_sc_hd__o311ai_0 | 6 | 0.022 |
| sky130_fd_sc_hd__a21oi_2 | 1 | 0.0036 |
| sky130_fd_sc_hd__buf_2 | 4 | 0.0083 |
| sky130_fd_sc_hd__or4b_2 | 11 | 0.046 |
| sky130_fd_sc_hd__or2_1 | 1 | 0.0026 |
| sky130_fd_sc_hd__a21oi_1 | 5 | 0.010 |
| sky130_fd_sc_hd__o21ai_2 | 1 | 0.0036 |
| sky130_fd_sc_hd__o221ai_1 | 5 | 0.018 |
[per-layer routing]
metal / vias up / routed length [µm] / GRT usage
met3: 5 / 234 / 0.0204
li1: 957 / - / -
met5: - / 0 / 0
met2: 46 / 2660 / 0.235
met4: 0 / 40 / 0.0159
met1: 980 / 2900 / 0.230
[critical path, delay by kind of cell]
kind / cells / cell delay (ps)
simple gates: 3 / 590
compound gates: 2 / 340
buf+inv: 4 / 1310
fa+ha+maj: 1 / 380
[logic make-up (layout without fill, tap and decap cells)]
family / count (synthesis) / in the layout
adders and majority gates: 17 / 17
buffers and inverters: 40 / 63
and+or+nand+nor: 65 / 65
xor gates and xnor gates: 8 / 8
DFF: 36 / 36
AOI/OAI and AO/OA: 63 / 63
[final timing paths]
kind                                   start    endpoint  cells after the start
setup reg to reg           comp_feedback[15]    index[4]                     10
max in group asynchronous                rst  counter[4]                      2
setup / recovery                      fm[15]    index[4]                     10
min in group asynchronous                rst  counter[0]                      2
hold reg to reg                   counter[9]  counter[9]                      1
hold / removal                    counter[9]  counter[9]                      1
Power figures rest on the tool's default switching activity, not on a simulated workload.
