<file path="/design/flow/config.mk">
export PLATFORM = sky130hd
export DESIGN_NAME = ram_dist
export DESIGN_NICKNAME = ram_dist
export VERILOG_FILES = /design/flow/design.v
export SDC_FILE = /design/flow/constraint.sdc
export NUM_CORES = 4
export LEC_CHECK = 1
export CORE_UTILIZATION = 50
export SYNTH_MEMORY_MAX_BITS = 65536
</file>
<file path="/design/flow/constraint.sdc">
current_design ram_dist

set clk_period 80.1
set clk_io_pct 0.2

create_clock -name clk0 -period $clk_period [get_ports {clock}]

set non_clock_inputs [all_inputs -no_clocks]
set_input_delay [expr $clk_period * $clk_io_pct] -clock clk0 $non_clock_inputs
set_output_delay [expr $clk_period * $clk_io_pct] -clock clk0 [all_outputs]
</file>
<file path="/design/flow/design.v">
module ram_dist #
(
   parameter RAM_WIDTH = 16 ,
   parameter RAM_ADDR_BITS = 10 
   )
(
      input clock,      
      input write_enable,
      output [RAM_WIDTH-1:0] output_data ,
      input [RAM_ADDR_BITS-1:0]  read_address,    
      input [RAM_ADDR_BITS-1:0]  write_address,   
      input [RAM_WIDTH-1:0]  input_data 
);
   (* ram_style="distributed" *)
   reg [RAM_WIDTH-1:0] ram_dist  [(2**RAM_ADDR_BITS)-1:0];
   wire [RAM_WIDTH-1:0] output_data ;
   always @(posedge clock )
      if (write_enable )
         ram_dist [ write_address ]  =  input_data ;
   assign output_data  =  ram_dist [ read_address ];
   endmodule
</file>
<file path="/design/flow/run.sh">
#!/bin/bash
# OpenROAD 26Q1-2900-gdf79404cd8, Yosys 0.63+post, stock flow scripts
make -C /OpenROAD-flow-scripts/flow DESIGN_CONFIG=/design/flow/config.mk WORK_HOME=/design/flow/orfs finish
</file>
==> flow_summary_export.csv <==
group,metric,value,unit
cts,cts_setup_buffers,0,
synthesis,ys_warn_count,1,
worst_hold_path,hold_path_class,"primary input to register",
cts,cts_made_buffers,1713,
synthesis,synthArstFlopShare,0,
synthesis,synth_flop_count,16400,
route,drt_iter0_drc,23400,
place,post_dp_cell_area,0.665,mm^2
cts,max-clock-path-buffers,6,
place,place_congestion,0.940,
finish,logic_area,0.132,mm^2
worst_setup_path,setup.worst_path.start,"read_address[0]",
timing,max_freq,0.0226,GHz
cts,root_buffer,"clkbuf_16",
worst_setup_path,critPathMaxFanout,60,
floorplan,die_y,1.13,mm
floorplan,die_w,1.13,mm
global_route,grt_max_degree,133,
worst_setup_path,crit_type,"primary input to output pin",
floorplan,coreArea,1.26,mm^2
power,power.leakage,227,nW
finish,final_cell_count_no_fill,49300,
global_route,grt_first_pass_wirelength,2760,mm
timing,worst_pin_slew,1.68,ns
floorplan,boundaryPins,54,
synthesis,top_cells_by_area,"edfxtp_1 (78%), mux4_2 (14%), mux2i_1 (2.3%), nor2_1 (0.72%), o221ai_1 (0.67%)",
synthesis,largest_area_cell,"edfxtp_1",
flow_run,cap_violations,4,
synthesis,synth_cell_types,75,
synthesis,yosys-stat-cells,28400,
timing,whs,15.13,ns
power,total_power,18.0,mW
route,drtAntennaViolNets,0,
outcome,status,"finished, violations left",
worst_setup_path,cp-start-kind,"primary input",
synthesis,synth_cells,28400,
place,io_buffers,53,
route,routed_wirelength,2020,mm
timing,finalCritPeriodShare,0.552,
worst_setup_path,crit_end,"output_data[8]",
route,drcViolationCount,0,
timing,slew_headroom,-0.121,
synthesis,ys_seq_frac,0.778,
worst_setup_path,worstPathArrival,28.22,ns
finish,area_growth,13.7,%
global_route,antenna_found_initial,195,
synthesis,netlist_area,0.632,mm^2
floorplan,die-area,1.27,mm^2
global_route,grt_overflow,0,
floorplan,fp_util,0.502,
power,ir_drop,0.0239,mV
route,viasPerCell,6.37,
timing,setup_viol,0,
timing,tns,0,ns
floorplan,row_count,412,
flow_run,warnings,82,
outcome,violations,"max-capacitance violations, max-slew violations",
place,dpl.cell_count,46000,
timing,rsz0062_at_grt,"false",
timing,fin_crit,44.24,ns
route,first_pass_iters,8,
cts,h-tree-depth,7,
worst_setup_path,crit_required,64.08,ns
place,dp_hpwl,1260,mm
finish,largest_register_ffs,16400,
cts,cts_tree,"built",
synthesis,synth_top_area_share,0.778,
worst_setup_path,cp-end-kind,"output pin",
power,power.density,25.1,mW/mm^2
synthesis,edf_count,16400,
cts,clock-sinks,16400,
synthesis,avgSynthCellArea,22.2,um^2
timing,hold_viol,0,
route,wire_per_inst,40.9,um
synthesis,ff_type,"edfxtp_1",
cts,ctsHoldBuffers,0,
global_route,grt_use_total,0.363,
finish,drive_gt1_frac,0.297,
finish,flop_area,0.492,mm^2
cts,cts.repair.resized,0,
timing,slew_viol_final,11,
cts,path_clk_slew,0.06,ns
route,vias,314000,
global_route,grt_pass1_vias,343000,
finish,design_area,0.719,mm^2
finish,num-fill-cells,89200,
synthesis,yosys_area,0.632,mm^2
==> how the worst min path moves through the flow <==
stage / from / to / slack (ns) / cells past startpoint
CTS: input_data[9] / ram_dist[570][9] / 15.05 / 1
finish: input_data[6] / ram_dist[521][6] / 15.13 / 1
global route: input_data[6] / ram_dist[521][6] / 15.11 / 1
==> where the power goes <==
part	leakage [nW]	internal, mW	switching, mW
registers	147	9.44	0.00115
logic	53.9	0.302	0.689
clock network	25.9	4.38	3.22
total	227	14.1	3.91
==> synth_stat cells (all sizes together) (34+ instances only) <==
library cell,n
nand3,222
a31oi,103
clkbuf,601
nor2,1213
o22ai,399
a21oi,405
buf,1148
mux2i,1451
nor4,34
a211oi,60
a311oi,47
o211ai,36
nand4,40
and3,80
mux4,3890
a32oi,49
a221oi,61
edfxtp,16400
nor3,170
and2,44
o221ai,481
nand2,855
o21ai,242
mux2,70
a22oi,77
==> routing by layer <==
metal	track usage	vias to the layer above	part of all wire
li1	-	126000	-
met2	0.467	25200	0.44
met5	0.0844	-	0.0051
met1	0.394	159000	0.26
met4	0.174	279	0.063
met3	0.354	4297	0.23
==> layout make-up <==
| cell class | count | area share |
|---|---|---|
| Inverter | 8 | 0.0000940 |
| Sequential cell | 16400 | 0.685 |
| Clock buffer | 2045 | 0.0619 |
| Timing Repair Buffer | 2499 | 0.0272 |
| Clock inverter | 978 | 0.0116 |
| Multi-Input combinational cell | 10300 | 0.184 |
| Antenna cell | 363 | 0.00126 |
| Tap cell | 16800 | 0.0292 |
==> critical path, cell delays in order <==
cell and delay (ns):
buf_16 0.29, buf_4 0.63, buf_4 0.49, buf_4 0.57, buf_4 0.65, buf_4 0.70
buf_4 0.53, buf_4 0.63, buf_4 0.63, buf_4 0.61, buf_4 0.66, buf_4 0.64
mux2i_1 0.19, o221ai_1 0.30, o22ai_1 0.14, o21ai_0 0.34, nand2_1 0.36, o21ai_0 0.32
nand4_1 1.32, nand4_1 1.16, buf_4 0.22, clkdlybuf4s50_1 0.46
==> through the flow <==
step           worst slack [ns]   util
6_report                  35.86  0.571
5_1_grt                   35.32  0.570
4_1_cts                   35.82  0.570
3_5_place_dp              35.84  0.528
3_3_place_gp              35.54  0.528
2_1_floorplan             45.45      -
==> cell usage in the layout (no fill, tap or decap), drive strengths merged, types with 405 or more instances in the layout <==
cell	synthesis	final
nand2	855	855
buf	1148	2471
o221ai	481	481
a21oi	405	405
mux2i	1451	1451
nor2	1213	1213
clkbuf	601	2045
edfxtp	16400	16400
clkinv	1	773
mux4	3890	3890
==> cell families (layout without fill, tap and decap cells) <==
logic type / after synthesis / after routing / synth area share
compound gates: 2131 / 2131 / 0.0233
other cells: 0 / 363 / 0
simple gates: 2752 / 2752 / 0.0184
buf+inv: 1757 / 5530 / 0.0169
flops: 16400 / 16400 / 0.778
mux: 5411 / 5411 / 0.163
Power figures rest on the tool's default switching activity, not on a simulated workload.
