`design/flow/design.v`:
```
module new_pool(
	output reg [15:0] pool_out , 
	input clk ,
	input [15:0] in0,
	input [15:0] in1,
	input [15:0] in2,
	input [15:0] in3,
	input [15:0] in4,
	input [15:0] in5,
	input [15:0] in6,
	input [15:0] in7,
	input [15:0] in8,
	input [15:0] in9,
	input [15:0] in10,
	input [15:0] in11,
	input [15:0] in12,
	input [15:0] in13,
	input [15:0] in14,
	input [15:0] in15,
	input [15:0] in16,
	input [15:0] in17,
	input [15:0] in18,
	input [15:0] in19,
	input [15:0] in20,
	input [15:0] in21,
	input [15:0] in22,
	input [15:0] in23,
	input [15:0] in24,
	input [15:0] in25,
	input [15:0] in26,
	input [15:0] in27,
	input [15:0] in28,
	input [15:0] in29,
	input [15:0] in30,
	input [15:0] in31,
	input [15:0] in32,
	input [15:0] in33,
	input [15:0] in34,
	input [15:0] in35,
	input [15:0] in36,
	input [15:0] in37,
	input [15:0] in38,
	input [15:0] in39,
	input [15:0] in40,
	input [15:0] in41,
	input [15:0] in42,
	input [15:0] in43,
	input [15:0] in44,
	input [15:0] in45,
	input [15:0] in46,
	input [15:0] in47,
	input [15:0] in48,
	input [15:0] in49,
	input [15:0] in50,
	input [15:0] in51,
	input [15:0] in52,
	input [15:0] in53,
	input [15:0] in54,
	input [15:0] in55,
	input [15:0] in56,
	input [15:0] in57,
	input [15:0] in58,
	input [15:0] in59,
	input [15:0] in60,
	input [15:0] in61,
	input [15:0] in62,
	input [15:0] in63 
);
reg [15:0] u0;
reg [15:0] u2;
reg [15:0] u4;
reg [15:0] u6;
reg [15:0] u8;
reg [15:0] u10;
reg [15:0] u12;
reg [15:0] u14;
reg [15:0] u16;
reg [15:0] u18;
reg [15:0] u20;
reg [15:0] u22;
reg [15:0] u24;
reg [15:0] u26;
reg [15:0] u28;
reg [15:0] u30;
reg [15:0] u32;
reg [15:0] u34;
reg [15:0] u36;
reg [15:0] u38;
reg [15:0] u40;
reg [15:0] u42;
reg [15:0] u44;
reg [15:0] u46;
reg [15:0] u48;
reg [15:0] u50;
reg [15:0] u52;
reg [15:0] u54;
reg [15:0] u56;
reg [15:0] u58;
reg [15:0] u60;
reg [15:0] u62;
reg [15:0] z0;
reg [15:0] z4;
reg [15:0] z8;
reg [15:0] z12;
reg [15:0] z16;
reg [15:0] z20;
reg [15:0] z24;
reg [15:0] z28;
reg [15:0] z32;
reg [15:0] z36;
reg [15:0] z40;
reg [15:0] z44;
reg [15:0] z48;
reg [15:0] z52;
reg [15:0] z56;
reg [15:0] z60;
always @(posedge clk ) begin
u0<=(in0+in1);
u2<=(in2+in3);
u4<=(in4+in5);
u6<=(in6+in7);
u8<=(in8+in9);
u10<=(in10+in11);
u12<=(in12+in13);
u14<=(in14+in15);
u16<=(in16+in17);
u18<=(in18+in19);
u20<=(in20+in21);
u22<=(in22+in23);
u24<=(in24+in25);
u26<=(in26+in27);
u28<=(in28+in29);
u30<=(in30+in31);
u32<=(in32+in33);
u34<=(in34+in35);
u36<=(in36+in37);
u38<=(in38+in39);
u40<=(in40+in41);
u42<=(in42+in43);
u44<=(in44+in45);
u46<=(in46+in47);
u48<=(in48+in49);
u50<=(in50+in51);
u52<=(in52+in53);
u54<=(in54+in55);
u56<=(in56+in57);
u58<=(in58+in59);
u60<=(in60+in61);
u62<=(in62+in63);
end
reg [15:0] hazem0;
reg [15:0] hazem8;
reg [15:0] hazem16;
reg [15:0] hazem24;
reg [15:0] hazem32;
reg [15:0] hazem40;
reg [15:0] hazem48;
reg [15:0] hazem56;
reg [15:0] kamal0;
reg [15:0] kamal16;
reg [15:0] kamal32;
reg [15:0] kamal48;
reg [15:0] pop1 ; 
reg [15:0] pop2 ; 
always @(posedge clk) begin
z0<=(u0+u2);
z4<=(u4+u6);
z8<=(u8+u10);
z12<=(u12+u14);
z16<=(u16+u18);
z20<=(u20+u22);
z24<=(u24+u26);
z28<=(u28+u30);
z32<=(u32+u34);
z36<=(u36+u38);
z40<=(u40+u42);
z44<=(u44+u46);
z48<=(u48+u50);
z52<=(u52+u54);
z56<=(u56+u58);
z60<=(u60+u62);
hazem0<=(z0+z4);
hazem8<=(z8+z12);
hazem16<=(z16+z20);
hazem24<=(z24+z28);
hazem32<=(z32+z36);
hazem40<=(z40+z44);
hazem48<=(z48+z52);
hazem56<=(z56+z60);
kamal0<=(hazem0+hazem8);
kamal16<=(hazem16+hazem24);
kamal32<=(hazem32+hazem40);
kamal48<=(hazem48+hazem56);
pop1<=(kamal0 + kamal16) ; 
pop2<=(kamal32 + kamal48) ; 
end
always @(posedge clk ) begin
	pool_out <= pop2+pop1 ; 
end
endmodule
```
`design/flow/run.sh`:
```
#!/bin/bash
# OpenROAD 26Q1-2900-gdf79404cd8, Yosys 0.63+post, stock flow scripts
make -C /OpenROAD-flow-scripts/flow DESIGN_CONFIG=/design/flow/config.mk WORK_HOME=/design/flow/orfs finish
```
`design/flow/config.mk`:
```
export PLATFORM = sky130hd
export DESIGN_NAME = new_pool
export DESIGN_NICKNAME = new_pool
export VERILOG_FILES = /design/flow/design.v
export SDC_FILE = /design/flow/constraint.sdc
export NUM_CORES = 4
export LEC_CHECK = 1
export CORE_AREA = 10 10 607 607
export DIE_AREA = 0 0 617 617
```
`design/flow/constraint.sdc`:
```
current_design new_pool

set clk_period 12.1
set clk_io_pct 0.2

create_clock -name clk0 -period $clk_period [get_ports {clk}]

set non_clock_inputs [all_inputs -no_clocks]
set_input_delay [expr $clk_period * $clk_io_pct] -clock clk0 $non_clock_inputs
set_output_delay [expr $clk_period * $clk_io_pct] -clock clk0 [all_outputs]
```
==> results.cfg <==
; yosys + openroad results
[run_status]
status = finished, final reports clean

[cells_and_area]
fin_area_um2 = 83400
stdcell_count = 12600
post-route-util_pct = 23.5
layout.area.comb_um2 = 41200
fill_cells = 38100
final_layout_size_suffix_gt1_share_pct = 4.40
area_growth_pct = 34.1
seq_area_um2 = 20200

[placement]
dp_cells = 12400
dp_hpwl_um = 187000
io_buffers = 1040
place_ws_ps = 6790
gp_congestion = 0.920
post_dp_cell_area_um2 = 78600

[logic_synthesis]
topCellsByArea = dfxtp_1 (32%), ha_1 (19%), xnor2_1 (6.6%)
ys_cells = 6604
common_cells = dfxtp_1 (1,008), ha_1 (945), a21oi_1 (716), xnor2_1 (471), xor2_1 (362)
ys_warn_count = 1
syn_area_um2 = 62200
top_cell = dfxtp_1
synth_area_per_cell_um2 = 9.42
ys.flop_type = dfxtp_1
synth_flops = 1008
yosys_area_um2 = 62200
edf_count = 0
synth-seq-area-share_pct = 32.4
syn_inst = 6604
yosysUniqueCellTypes = 61
async_flop_share_pct = 0
yosysTopAreaCell = dfxtp_1
yosysTopAreaCellShare_pct = 32.4

[global_route]
grt_antenna_before_repair = 37
grt_first_pass_wirelength_um = 320000
grt_max_degree = 15
grt-ovfl-total = 0
grt_pass1_vias = 51400
grt.total_usage_pct = 11.2

[min_path]
min_path_type = reg -> reg

[timing]
hold_ws_ps = 429
skew_ps = 34.2
slew_headroom_pct = 41.5
hold_violations = 0
tightest_slew_ps = 873
rsz0062_at_grt = no
layout_setup_ws_ps = 7660
fmax_mhz = 225
tns_ps = 0
finalClockPeriodUsage_pct = 36.7
setup_viol = 0
finalMaxSlewViolations = 0
post-route-min-period_ps = 4440

[power]
p_sw_share_pct = 40.3
p_sw_mw = 7.99
power_leakage_nw = 35.2
pwr-share-comb_pct = 50.9
ir_worst_vdd_uv = 117
p_per_area_nw_per_um2 = 238
finalPower_mw = 19.8
seq_power_share_pct = 27.8
clkPwrFrac_pct = 21.3
internal_power_mw = 11.8

[setup_path]
crit_path_end_kind = flip-flop
crit_type = in -> reg
cp_max_fo = 3
critPathLaunchType = input pin
required_ps = 12760
critPathArrivalTime_ps = 5100

[floorplanning]
row_count = 219
core_um2 = 355000
die_area_um2 = 381000
io_pins = 1041
die_x_um = 617
initCoreUtil_pct = 17.5
dieHeight_um = 617

[drt]
drtIter0Drc = 2716
drt_wl_total_um = 218000
via_per_inst = 4.13
drtPass1Iterations = 5
post_drt_wl_per_cell_um = 17.3
route.antenna.remaining_nets = 0
num_vias = 52200
drc = 0

[run]
drv_cap = 0
warning_count = 26

[cts]
post_cts_buffers = 0
htreeDepth = 4
cts_tree = built
cts_resized = 0
clkLatencyLatePin_ps = 790
clk_pin_slew_ps = 50
cts.hold.buffers_added = 0
clock_path_buffers = 4
cts_sinks = 1008
root_buffer = clkbuf_16
cts_buffers = 137
==> power by group through the flow <==
stage         Combinational [mW]  Sequential (mW)  Clock (mW)
finish                      10.1             5.51        4.22
global route                11.4             5.65        4.52
CTS                         10.2             5.60        4.40
==> cells in the final DEF (no fill, tap or decap), types with 26 or more instances in the layout <==
cell type        instances
a31oi_1                 41
clkbuf_16              137
o211ai_1                55
and2_1                  64
a211o_1                 28
a211oi_1                97
dfxtp_1               1008
nor3_1                 118
o21a_1                  66
a31o_2                  41
xnor2_1                471
a311oi_1                34
or3_1                   37
xor2_1                 361
o31ai_1                 64
a21o_1                 339
nand2b_1                45
nor2_1                 331
nand4_1                 42
nand3_1                191
fa_1                    63
o41ai_1                 28
a41oi_1                 26
a21oi_1                715
o21ai_0                346
and3_1                  94
ha_1                   945
nand2_1                271
inv_1                  187
clkdlybuf4s50_1       1040
o21bai_1               113
nor2b_1                 44
==> logic make-up after synthesis <==
group | synth area share (%)
DFF | 32.4
AOI/OAI and AO/OA | 23.0
muxes | 0.241
buffers and inverters | 1.41
and+or+nand+nor | 10.1
adders and majority gates | 21.0
xor gates and xnor gates | 11.7
==> worst paths after layout <==
path         slack, ps      startpoint                   to  depth (start not counted)
max               7660         in60[0]      u60[14]$_DFF_P_                          9
min                430   z4[0]$_DFF_P_    hazem0[0]$_DFF_P_                          1
max reg2reg       9140  z32[0]$_DFF_P_  hazem32[12]$_DFF_P_                          9
min reg2reg        430   z4[0]$_DFF_P_    hazem0[0]$_DFF_P_                          1
==> area by class of cell <==
type,count,area share [%]
Sequential cell,1008,24.2
Clock buffer,167,4.52
Tap cell,4751,7.12
Inverter,187,0.841
Clock inverter,77,1.16
Multi-Input combinational cell,5362,49.4
Timing Repair Buffer,1064,12.7
Antenna cell,24,0.0720
==> critical path, cell delays in order <==
cell and delay [ps]:
clkdlybuf4s50_1 410, ha_1 260, fa_1 410, a21oi_1 290
o211ai_1 250, a21oi_1 370, o21ai_0 180, a311o_1 350
xor2_1 140
==> layer usage <==
layer	up-vias	global-route usage [%]	part of all wire (%)	routed length (um)
li1	26900	-	-	-
met1	23800	13.8	41	90300
met2	1235	20.0	51	110000
met3	294	2.18	5.1	11200
met4	6	2.80	2.9	6440
met5	-	0	0.019	41
No activity file was given, so power comes from the tool's default toggle rates.
