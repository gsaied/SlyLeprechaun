### flow/design.v
module mac (
	input rst,
	input clr,
	input clk,
	input [15:0] pix,
	input [15:0] ker,
	output reg [31:0] mul_out 
);
wire [31:0] intermed ;
wire rst_and ; 
assign rst_and = clr && rst ;
	assign intermed = pix*ker + mul_out ; 
	always @(posedge clk ) begin
		if (!rst_and)
			mul_out <= 32'b0 ;
		else
			mul_out <= intermed ; 
	end
endmodule
### flow/run.sh
#!/bin/bash
# OpenROAD 26Q1-2900-gdf79404cd8, Yosys 0.63+post, stock flow scripts
make -C /OpenROAD-flow-scripts/flow DESIGN_CONFIG=/design/flow/config.mk WORK_HOME=/design/flow/orfs finish
### flow/config.mk
export PLATFORM = sky130hd
export DESIGN_NAME = mac
export DESIGN_NICKNAME = mac
export VERILOG_FILES = /design/flow/design.v
export SDC_FILE = /design/flow/constraint.sdc
export NUM_CORES = 4
export LEC_CHECK = 1
export CORE_UTILIZATION = 50
### flow/constraint.sdc
current_design mac

set clk_period 11.4
set clk_io_pct 0.2

create_clock -name clk0 -period $clk_period [get_ports {clk}]

set non_clock_inputs [all_inputs -no_clocks]
set_input_delay [expr $clk_period * $clk_io_pct] -clock clk0 $non_clock_inputs
set_output_delay [expr $clk_period * $clk_io_pct] -clock clk0 [all_outputs]
==> run notes <==
Physical implementation

The flow ran to the end, and the final reports show no timing, DRC or antenna violations. Hold repair after CTS inserted 0 buffers. Headroom to the max-slew limit came out at 48.6%. Measured along the y axis, the die boundary spans 146 µm. The kind of end point of the critical path is a flop. The cell area after synthesis is 10400 µm². For this run, the slowest stage of the critical path takes 0.94 ns.

In this run the core area contains 52 standard-cell rows. The routed length per placed instance is 16.3 µm. The launch point of the critical path is pix[10].

Setup repair after global routing left no endpoint under its margin. Once iteration 0 of detailed routing completed, the report listed 266 DRC markers. Per the finish-stage timing summary, setup violations number 0. The worst setup path is of the in -> reg kind. The minimum clock period after layout is 8.46 ns.

The worst register-to-register path has a depth of 15. The detailed placer's ending HPWL is 20600 µm. Per the run report, area growth between synthesis and finish was 9.39%. STA lists the maximum fanout along the critical path as 16. The post-synthesis sequential area ratio is 6.14%. The tightest min-delay check is of the reg -> reg type. The highest achievable clock rate is 118 MHz. The clock tree synthesis step divided the H-tree into 2 levels. Global routing consumed, over all layers together, 27.4% of the routing resources.

The maximum number of pins on one net before global-route repair is 28. The startpoint identified for the worst register-to-register timing path is mul_out[10]$_SDFF_PN0_. The detailed router placed 7561 vias in this run. The setup skew after layout is 0.00190 ns.

The worst setup path is launched from an input port.

Per the synthesis report, the single largest cell type by area occupies 43.1% of cell area. TritonCTS built the clock tree. The buffers inserted during post-CTS setup optimization is 0. In this run the maximum-capacitance check reported violations numbering 0.

The number of buffers added by the clock tree synthesis step is 5. The detail route stage leaves a number of antenna-violating nets equal to 0. In this run the clock root is driven by a clkbuf_16. The final routed DRC violation total is 0.

Antenna repair during routing inserted a diode count of 0. The area taken by sequential standard cells is reported as 641 µm². The register ranked first by flip-flop count is mul_out. Yosys stat counts 1214 cells in the synthesized netlist. The overall overflow remaining after global route is 0.

The required time of the critical path is 11.59 ns. After synthesis, the cell types taking the most area are fa_1 (43%), ha_1 (12%), inv_1 (12%). The reg-to-reg endpoint is mul_out[31]$_SDFF_PN0_. The worst path uses 74.2% of the clock period.

The count of unique library cells instantiated by Yosys is 52. The number of fillers in the final layout is 1876. During placement, the flow inserted port buffers numbering 66. The critical path crosses 18 cells after its start point. Among cell families on the critical path, the largest total delay comes from adder cells. The combined buffer and inverter count along the critical path is 4. The final layout reports a setup TNS of 0 ns.

The number of antenna violations at the first check in global routing is 0. The final-report hold violation count is 0. The largest registers in the layout are mul_out x32. The flip-flop count of the largest register after layout is 32. The wire length of the first global-routing pass is 42700 µm. The area of the core region is 20400 µm².

The ratio of routed vias to standard cells is 4.99. In this run the mean area of a mapped cell was 8.60 µm². The worst path arrival time is 8.66 ns.

The share of flip-flops with an asynchronous set or reset is 0%. The total number of warnings across the stage logs is 25. The top logic cell by instance count in the layout is inv_1.

67 I/O pins were placed. The clock slew at the register clock pins of the worst setup and hold paths is 0.05 ns. The overall die width is 146 µm. The clock tree buffer depth is 2. The leading register cell type out of synthesis is dfxtp_1. For this run, the number of Yosys warnings is 1.

The post-cts resize count is 0. The number of global-route vias before repair is 8091. The number of detailed-routing iterations run before antenna repair is 5.

The post-layout utilization of the core is 56.1%. In the final layout, the share of cells above drive strength 1 is 1.04%. Synthesis produced 1214 cells. Clock latency on the worst-skew pair, taken at its later pin, is 0.28 ns.

The pin slew with the least headroom to its limit is 0.769 ns. Across all register-to-register paths, the minimum setup slack is 6.58 ns. For reference, the final report shows the max-slew violation count at 0. The total die size is 21500 µm². Per STA, the library cell used most along the worst path is fa_1. CTS saw 32 sinks. Listed in order, past its start point the critical path passes clkdlybuf4s50_1, nand2_1, fa_1, fa_1, inv_1, fa_1, inv_1, fa_1, fa_1, fa_1, inv_1, ha_1, nand3_1, nor3_1, o21ai_1, a2111oi_0, o21ai_0, o31ai_1.

The synthesized design spends more area on one cell type than any other, namely fa_1. For this block, the routed nets add up to 24800 µm of wire. The most critical setup path has its endpoint at mul_out[31]$_SDFF_PN0_. The congestion estimate from routability-driven global placement came to 0.891.

The share of the core filled by cells before placement is 51.3%. The cell type of the slowest stage on the worst timing path is clkdlybuf4s50_1. The synthesized design contains 32 register bits. The most common logic cells in the final layout are inv_1 (326), fa_1 (225), nand2_1 (165), and2_1 (118), ha_1 (99).

Summing all multi-input logic gate instances after layout gives 8400 µm². The number of flops mapped to enable cells by yosys is 0. According to the Yosys statistics, the synthesized design has a chip area of 10400 µm².
-- worst register-to-register path: stages (launching register included) --
cell       delay [ns]
dfxtp_1          0.35
inv_1            0.11
fa_1             0.54
inv_1            0.06
fa_1             0.49
fa_1             0.56
inv_1            0.05
fa_1             0.54
inv_1            0.06
ha_1             0.41
nand3_1          0.13
nor3_1           0.40
o21ai_1          0.20
a2111oi_0        0.56
o21ai_0          0.19
o31ai_1          0.09
-- routing by layer --
| metal | GRT usage, % | part of all wire (%) | vias to the layer above |
|---|---|---|---|
| met5 | 0 | 0 | - |
| met4 | 1.09 | 0.54 | 0 |
| met2 | 35.6 | 40 | 293 |
| li1 | - | - | 3655 |
| met3 | 12.1 | 11 | 6 |
| met1 | 47.3 | 49 | 3607 |
-- synthesized netlist by cell type (all sizes together) (4+ instances only) --
master	n
inv	326
fa	225
nand2	165
and2	118
ha	99
clkbuf	42
a21oi	32
dfxtp	32
nor2	26
o21ai	20
nor3	15
a21o	10
nand3	10
o21a	10
and3	9
xnor2	9
nand4	7
xor2	6
nor2b	4
o211ai	4
o21bai	4
-- cells by family after synthesis --
family | Yosys count | synth area share [%]
muxes | 2 | 0.192
and+or+nand+nor | 366 | 17.2
xor gates and xnor gates | 15 | 1.26
buffers and inverters | 370 | 13.4
DFF | 32 | 6.14
adders and majority gates | 324 | 55.0
AOI/OAI and AO/OA | 105 | 6.82
-- worst min path at each step --
stage	start	endpoint	slack, ns	depth (start not counted)
4_1_cts	mul_out[0]$_SDFF_PN0_	mul_out[0]$_SDFF_PN0_	0.67	2
5_1_grt	mul_out[0]$_SDFF_PN0_	mul_out[0]$_SDFF_PN0_	0.71	2
6_report	mul_out[0]$_SDFF_PN0_	mul_out[0]$_SDFF_PN0_	0.68	2
-- final cells by class --
type / instances / share of cell area [%]
multi-input cells: 812 / 73.6
inverters: 326 / 10.7
repair buffers: 67 / 5.85
flip-flops and latches: 32 / 5.61
well taps: 270 / 2.96
clock buffers: 8 / 1.28
-- per-stage QoR --
stage / instance area (µm²) / std cells / hold slack (ns) / setup slack (ns)
3_5_place_dp: 11300 / 1507 / 0.653 / 2.70
3_3_place_gp: 11300 / 1507 / 0.650 / 2.71
5_1_grt: 11400 / 1515 / 0.706 / 2.37
6_report: 11400 / 1515 / 0.677 / 2.94
4_1_cts: 11400 / 1515 / 0.668 / 2.97
2_1_floorplan: 10400 / 1214 / 0.566 / 3.84
