`design/flow/config.mk`:
```
export PLATFORM = sky130hd
export DESIGN_NAME = pool
export DESIGN_NICKNAME = pool
export VERILOG_FILES = /design/flow/design.v
export SDC_FILE = /design/flow/constraint.sdc
export NUM_CORES = 4
export LEC_CHECK = 1
export CORE_AREA = 10 10 564 564
export DIE_AREA = 0 0 574 574
```
`design/flow/constraint.sdc`:
```
current_design pool

set clk_period 21.8
set clk_io_pct 0.2

create_clock -name clk0 -period $clk_period

set non_clock_inputs [all_inputs -no_clocks]
set_input_delay [expr $clk_period * $clk_io_pct] -clock clk0 $non_clock_inputs
set_output_delay [expr $clk_period * $clk_io_pct] -clock clk0 [all_outputs]
```
`design/flow/design.v`:
```
module pool (
	input pool_en ,
	output [15:0]  pool_out,
	input [15:0] in0,
	input [15:0] in1,
	input [15:0] in2,
	input [15:0] in3,
	input [15:0] in4,
	input [15:0] in5,
	input [15:0] in6,
	input [15:0] in7,
	input [15:0] in8,
	input [15:0] in9,
	input [15:0] in10,
	input [15:0] in11,
	input [15:0] in12,
	input [15:0] in13,
	input [15:0] in14,
	input [15:0] in15,
	input [15:0] in16,
	input [15:0] in17,
	input [15:0] in18,
	input [15:0] in19,
	input [15:0] in20,
	input [15:0] in21,
	input [15:0] in22,
	input [15:0] in23,
	input [15:0] in24,
	input [15:0] in25,
	input [15:0] in26,
	input [15:0] in27,
	input [15:0] in28,
	input [15:0] in29,
	input [15:0] in30,
	input [15:0] in31,
	input [15:0] in32,
	input [15:0] in33,
	input [15:0] in34,
	input [15:0] in35,
	input [15:0] in36,
	input [15:0] in37,
	input [15:0] in38,
	input [15:0] in39,
	input [15:0] in40,
	input [15:0] in41,
	input [15:0] in42,
	input [15:0] in43,
	input [15:0] in44,
	input [15:0] in45,
	input [15:0] in46,
	input [15:0] in47,
	input [15:0] in48,
	input [15:0] in49,
	input [15:0] in50,
	input [15:0] in51,
	input [15:0] in52,
	input [15:0] in53,
	input [15:0] in54,
	input [15:0] in55,
	input [15:0] in56,
	input [15:0] in57,
	input [15:0] in58,
	input [15:0] in59,
	input [15:0] in60,
	input [15:0] in61,
	input [15:0] in62,
	input [15:0] in63 
);
	reg [15:0] c,t1,t2,t3,t4 ; 
	always @(*) begin
	       c<= (in0+in1)+(in2+in3)+(in4+in5)+(in6+in7)+(in8+in9)+(in10+in11)+(in12+in13)+(in14+in15)+(in16+in17)+(in18+in19)+(in20+in21)+(in22+in23)+(in24+in25)+(in26+in27)+(in28+in29)+(in30+in31)+(in32+in33)+(in34+in35)+(in36+in37)+(in38+in39)+(in40+in41)+(in42+in43)+(in44+in45)+(in46+in47)+(in48+in49)+(in50+in51)+(in52+in53)+(in54+in55)+(in56+in57)+(in58+in59)+(in60+in61)+(in62+in63); 
	end
	assign pool_out = c >> 6 ;
endmodule 
```
`design/flow/run.sh`:
```
#!/bin/bash
# OpenROAD 26Q1-2900-gdf79404cd8, Yosys 0.63+post, stock flow scripts
make -C /OpenROAD-flow-scripts/flow DESIGN_CONFIG=/design/flow/config.mk WORK_HOME=/design/flow/orfs finish
```
==> notes.md <==
The run gives 5 as the pin count of the biggest net entering global routing. The worst setup path is of the in -> out kind. For the register share after synthesis, the log shows 0. At the pin with the least slew margin, the transition time is 0.808 ns.

The total of buffers placed on input and output ports is 1034, and the share of synthesized cell area in and, or, nand and nor gates is 0.00343. The flow ran to the end, and the final reports show no timing, DRC or antenna violations. From the final report, the count of setup violators was given as 0. The most critical hold endpoint after final layout shows a slack of 10.23 ns. The endpoint of the worst hold path is reported as pool_out[3]. The number of synthesis warnings was 1; the fraction of final layout cells sized beyond drive strength 1 was 0.000598.

STA reports the tightest min-delay check as being of type in -> out. Counting pins that exceed their max-slew limit in the final report gives 0. Sequential cells placed in the final layout were counted as 0. For the total congestion overflow after global routing, the log shows 0. Between the synthesized netlist and the finished layout, the area growth was recorded as 64.8%. The tools report the total cells reported by yosys after synthesis as 2312. The leakage power figure was 0.0178 uW; the I/O pin total was 1041. The width of the chip came out at 574 um. The tools report the endpoint required time on the critical path as 17.44 ns. The type of element capturing the critical path was an output pin. The number of setup buffers added after CTS was 0; the upper clock frequency limit was 55.8 MHz. Post-CTS repair ended up resizing 0 cells.

Count of cells along the worst hold path: 6. The start point of the worst hold path is in63[7]. Across all stage logs, warnings added up to 33. The worst setup path is launched from an input port. Power per standard cell area: 892 mW/mm2.

The floorplan step defined a core boundary enclosing 0.306 mm2. Launch point of the worst path: in33[6]. Setup repair after global routing left no endpoint under its margin. The period utilization works out to 0.822. Internal power comes to 16300 uW.

The clock period minus worst slack was 17.92 ns. The tools report the remaining routing DRC violations as 0. The placement-stage cell area was 0.0395 mm2; the post-synthesis cell area was 0.0241 mm2. Main combinational cell family by area after synthesis: adder cells. The tools report the antenna violation net count after detailed routing as 0. STA puts the critical path data arrival time at 13.56 ns. In this run, post-CTS hold repair placed 0 buffers. The run gives 0.0499 for the post-synthesis share of cell area spent on xor and xnor gates. The script extracted a net switching power of 19100 uW.

The switching power as a share of total power works out to 0.540. The fraction of synthesized area in multiplexers works out to 0. The combined global-route utilization of all metal layers came out at 0.0961.

With the global placer's final weighted congestion at 0.955, the number of cell rows is 203. For this run the detailed placement stage logged an HPWL of 156000 um. Dividing the detail-routed wire length by the instance count gives 20.8 um. The y dimension of the die was 574 um; the chip footprint was 0.329 mm2. The highest net fanout along the worst path is 4, and the mean instance size in the synthesized netlist is 10.4 um2. The synthesized netlist handed to floorplanning was reported with a cell count of 2312.

The number of antenna violations at the first check in global routing came out at 131. The chip area line in the Yosys stat output reads 0.0241 mm2. The final layout reports a setup TNS of 0 ns.

Fraction of the core area occupied by cells at floorplan: 0.0787. The run gives 0.130 for the share of the core filled with cells in the final layout. The logs give 0 um2 for the storage element area and 6 for the total iterations of the first detailed-routing run. The final layout report lists a clock buffer count of 0.

The via count of the first global-routing pass was 21168. The detailed router placed 17544 vias in this run. The final design area excluding fillers came out at 0.0397 mm2.

With the routed via count divided by cell count at 2.34, the number of distinct library cells after synthesis is 24. Per the log, the first TritonRoute iteration ended with a DRC count of 351. The logs give 0.00469 V for the peak supply drop and 0 for the number of max-cap violations.

The tools report the tightest slew margin relative to the limit as 0.457. First-pass GRT wire length: 200000 um. Per the final timing report, the hold violations number 0. Area share of fa/ha/maj cells after synthesis: 0.749. The final layout contains routed wiring with a total length of 156000 um. The area fraction in compound gates was 0.00385.
worst max-delay path, cell delays in order:
cell             delay, ns
clkdlybuf4s50_1       0.49
fa_1                  0.58
inv_1                 0.06
fa_1                  0.50
inv_1                 0.05
fa_1                  0.67
inv_1                 0.20
fa_1                  0.56
inv_1                 0.05
fa_1                  0.48
fa_1                  0.62
fa_1                  0.71
fa_1                  0.48
fa_1                  0.49
inv_1                 0.05
fa_1                  0.47
inv_1                 0.04
ha_1                  0.32
nand3_1               0.10
nand2_1               0.05
a41o_1                0.25
o41a_1                0.45
a211oi_1              0.25
buf_4                 0.22
a21oi_1               0.12
xnor2_1               0.16
clkdlybuf4s50_1       0.74
cell families (layout without fill, tap and decap cells):
group,count (synthesis),count (layout)
compound gates,13,13
xor+xnor,126,126
fa+ha+maj,920,920
buf+inv,1233,2262
other cells,1,64
simple gates,19,19
final cells by class:
type	count	area (um2)
multi-input combinational	1084	19400
tap	4100	5130
antenna	58	145
timing repair buffer	1035	10400
inverter	1227	4610
fill	35091	266000
metrics by stage:
step	power (uW)	worst slack, ns	cells
2_1_floorplan	24300	6.15	2317
3_3_place_gp	35900	3.57	7446
3_5_place_dp	36100	3.60	7446
4_1_cts	36100	3.57	7446
5_1_grt	38700	3.42	7467
6_report	35400	3.88	7504
per-layer routing:
layer | track usage | vias to the layer above | wire, um
met5 | 0 | - | 356
met4 | 0.0175 | 56 | 4820
met3 | 0.0393 | 204 | 15700
met2 | 0.176 | 869 | 81800
met1 | 0.104 | 8493 | 53300
li1 | - | 7922 | -
placed cells by master (no fill, tap or decap), types with 2 or more instances in the layout:
cell	n
xor2_1	18
xnor3_1	6
o21a_1	2
xnor2_1	101
ha_1	51
conb_1	6
inv_1	1227
clkdlybuf4s50_1	1034
nor3_1	3
nand2_1	5
a21oi_1	4
nand3_1	2
nor2_1	7
fa_1	869
diode_2	58
power groups by stage:
| stage | Sequential [uW] | Clock [uW] | Combinational, uW |
|---|---|---|---|
| after CTS | 0 | 0 | 36100 |
| after global routing | 0 | 0.000130 | 38700 |
how the worst max path moves through the flow:
| stage | to | slack [ns] | cells past startpoint |
|---|---|---|---|
| after CTS | pool_out[9] | 3.57 | 27 |
| after global routing | pool_out[9] | 3.42 | 27 |
| final | pool_out[9] | 3.88 | 27 |
synth_stat cells (2+ instances only):
cell	count	area, um2
xnor2_1	101	885
inv_1	1227	4610
a21oi_1	4	20.0
o21a_1	2	15.0
nor2_1	7	26.3
fa_1	869	17400
xor2_1	18	158
nor3_1	3	15.0
nand3_1	2	10.0
nand2_1	5	18.8
xnor3_1	6	135
ha_1	51	638
buf_4	6	45.0
Power and IR drop assume default switching activity.
